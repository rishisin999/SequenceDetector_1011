## design/flow/constraint.sdc

```tcl
current_design SQ_1011

set clk_period 1.5
set clk_io_pct 0.2

create_clock -name clk0 -period $clk_period [get_ports {CLK}]

set non_clock_inputs [all_inputs -no_clocks]
set_input_delay [expr $clk_period * $clk_io_pct] -clock clk0 $non_clock_inputs
set_output_delay [expr $clk_period * $clk_io_pct] -clock clk0 [all_outputs]
```

## design/flow/design.v

```verilog
module SQ_1011(S_input, CLK, RST, D_output);
    input S_input, CLK, RST;
    output reg D_output;
    parameter Zero = 3'b000,
    One = 3'b001,
    OneZero = 3'b010,
    OneZeroOne = 3'b011,
    OneZeroOneOne = 3'b100;
    reg [2:0] current_state, next_state;
    always @(posedge CLK, posedge RST) begin
        if(RST == 1)
            current_state <= Zero;
        else
            current_state <= next_state;
    end
    always @(current_state, S_input) begin
        case (current_state)
            Zero:begin
                if(S_input == 0)
                    next_state = Zero;
                else
                    next_state = One;
            end
            One:begin
                if(S_input == 0)
                    next_state = OneZero;
                else
                    next_state = One;
            end
            OneZero:begin
                if(S_input == 0)
                    next_state = Zero;
                else
                    next_state = OneZeroOne;
            end
            OneZeroOne:begin
                if(S_input == 0)
                    next_state = OneZero;
                else
                    next_state = OneZeroOneOne;
            end
            OneZeroOneOne:begin
                if(S_input == 0)
                    next_state = OneZero;
                else
                    next_state = One;
            end
            default: next_state = Zero;
        endcase
    end
    always @(current_state) begin
        case (current_state)
            Zero: D_output = 0;
            One: D_output = 0;
            OneZero: D_output = 0; 
            OneZeroOne: D_output = 0; 
            OneZeroOneOne: D_output = 1;  
            default: D_output = 0;
        endcase
    end
    initial begin
        $monitor($time, " current_state = %b, next_state = %b", current_state, next_state);
    end
endmodule
```

## design/flow/run.sh

```bash
#!/bin/bash
# OpenROAD 26Q1-2900-gdf79404cd8, Yosys 0.63+post, stock flow scripts
make -C /OpenROAD-flow-scripts/flow DESIGN_CONFIG=/design/flow/config.mk WORK_HOME=/design/flow/orfs finish
```

## design/flow/config.mk

```make
export PLATFORM = sky130hd
export DESIGN_NAME = SQ_1011
export DESIGN_NICKNAME = SQ_1011
export VERILOG_FILES = /design/flow/design.v
export SDC_FILE = /design/flow/constraint.sdc
export NUM_CORES = 4
export LEC_CHECK = 1
export CORE_AREA = 10 10 70 70
export DIE_AREA = 0 0 80 80
```

==> flow_summary_export.csv <==
group,metric,value,unit
worst_setup_path,cp.arrival,1.11,ns
synth,ys_top_cells_by_count,"dfrtp_1 (4), nor2_1 (3), and2_1 (2)",
clock_network,cts_buffer_depth,2,
timing,finalCriticalPeriod,1.41,ns
power_and_ir_drop,p_leak,0.111,nW
worst_setup_path,cp_top_family,"buffers and inverters",
timing,setup-violations-final,0,
clock_network,clock-root-buffer,"clkbuf_4",
routing,first_pass_iters,2,
synth,synth_top_area_share,0.597,
timing,tns,0,ns
clock_network,clk_latency,0.24,ns
global_route,busiest_layer,"met3",
die,coreArea,3420,µm²
die,io_pins,4,
global_route,grt_first_pass_wirelength,676,µm
clock_network,cts_max_level,1,
cells_and_area,syn2layout_area_growth,67.9,%
synth,flop_cell,"dfrtp_1",
clock_network,cts.sinks,5,
synth,ys.warnings.count,2,
worst_setup_path,crit_buf_inv,1,
synth,synth.area.top_cells,"dfrtp_1 (60%), dfstp_2 (16%), and2_1 (7.5%)",
clock_network,cts_tree,"done",
die,die_w,80,µm
global_route,antenna_found_initial,0,
worst_setup_path,critical_path_class,"flip-flop to output port",
place,dpl.cell_count,62,
routing,first_iter_violations,4,
worst_setup_path,critical_path.slowest_cell,"clkdlybuf4s50_1",
global_route,grtUsageTotal,0.0144,
synth,ys.flops,5,
routing,drc,0,
cells_and_area,logic_area,37.5,µm²
global_route,use_met1,0.0174,
synth,syn_inst,13,
cells_and_area,reg.largest.list,"current_state (5)",
timing,grt_setup_unrepaired,"no",
place,place_ws,0.340,ns
place,io_buffers,3,
cells_and_area,seq_area,126,µm²
synth,largest_area_cell,"dfrtp_1",
synth,async_reset_ff_frac,1.00,
global_route,grt_pass1_vias,149,
worst_setup_path,cp-end-kind,"output port",
cells_and_area,finalNonFillerCells,66,
global_route,grt_remaining_overflow,0,
timing,relSlewSlack,0.851,
die,initCoreUtil,0.0491,
outcome,outcome,"finished, final reports clean",
global_route,use_met2,0.0136,
routing,drtAntennaViolNets,0,
worst_setup_path,crit_path_start_kind,"flip-flop",
routing,dr_total_vias,109,
worst_setup_path,critPathMaxFanout,3,
flow_run,cap_violations,0,
die,dieArea,6400,µm²
global_route,grt_max_degree,6,
cells_and_area,regMostFlops,"current_state",
synth,avgSynthCellArea,12.9,µm²
timing,slew_viol_final,0,
flow_run,warnings,25,
synth,synth-edff-count,0,
timing,final-hold-violation-count,0,
timing,worst_slew_pin_slew,0.222,ns
timing,period_used_share,0.938,
power_and_ir_drop,ir_worst_vdd,0.285,mV
synth,top_cell,"dfrtp_1",
clock_network,numCtsBuffers,3,
timing,fmax,710,MHz
global_route,grt_use_met3,0.0182,
timing,fin_ws,0.0925,ns
worst_setup_path,crit_path_max_incr_delay,0.50,ns
cells_and_area,layout-drive-gt1-share,0.200,
worst_setup_path,cp_data_required_time,1.20,ns
routing,vias_per_cell,1.65,
routing,wl_per_cell,5.35,µm
clock_network,ctsHoldBuffers,0,
die,die_h,80,µm
worst_hold_path,hp-class,"input pin to async pin",
clock_network,cts.clk_slew.worst_paths,0.04,ns
timing,finalClockSkew,0.00166,ns
worst_setup_path,worstPathCellList,"clkdlybuf4s50_1",
synth,yosysSeqAreaShare,0.754,
routing,drt_wl_total,353,µm
cells_and_area,fin_util,0.0824,
synth,netlist_area,168,µm²
clock_network,postCtsSetupBuffers,0,
power_and_ir_drop,power.density,1180,nW/µm²
synth,yosysUniqueCellTypes,7,
place,gp_congestion,0.671,
synth,ys_cells,13,
routing,antenna_cells,0,
clock_network,ctsResizeCount,0,
die,rows,21,
cells_and_area,fillers,408,
synth,ys_area,168,µm²
cells_and_area,largest_reg_flops,5,
-- where the power goes --
group          switching, mW  leakage, nW  internal (mW)  total (mW)
clock network         0.0546       0.0150          0.101       0.155
registers            0.00539       0.0654          0.148       0.153
logic                 0.0104       0.0310         0.0127      0.0231
total                 0.0704        0.111          0.261       0.331
-- layout by cell type, fill, tap and decap left out --
cell / instances
nor3_1: 1
dfstp_2: 1
clkdlybuf4s50_1: 3
nor2_1: 3
o31a_1: 1
inv_1: 1
and2_1: 2
clkbuf_1: 1
dfrtp_1: 4
clkbuf_4: 3
-- per-layer routing --
metal	vias up	share of wire
met4	0	0.031
met3	2	0.16
met1	46	0.58
met2	6	0.22
met5	-	0
li1	55	-
-- kinds of logic (layout without fill, tap and decap cells) --
family                 count (synthesis)  count (layout)  synth area share
AND/OR/NAND/NOR                        6               6             0.172
flip-flops                             5               5             0.754
AND-OR/OR-AND                          1               1            0.0522
buffers and inverters                  1               8            0.0224
-- path summary, 6_finish.rpt --
path,cells past startpoint,slack [ns],endpoint,startpoint
setup / recovery,1,0.09,D_output,current_state[1]$_DFF_PP0_
hold / removal,2,0.27,current_state[1]$_DFF_PP0_,RST
setup reg to reg,2,0.72,current_state[2]$_DFF_PP0_,current_state[4]$_DFF_PP0_
hold reg to reg,1,0.48,current_state[4]$_DFF_PP0_,current_state[2]$_DFF_PP0_
max in group asynchronous,2,1.00,current_state[0]$_DFF_PP1_,RST
min in group clk0,1,0.48,current_state[4]$_DFF_PP0_,current_state[2]$_DFF_PP0_
-- metrics by stage --
stage	cell area [µm²]	power, mW	hold WS, ns
floorplan	168	0.166	0.0778
global route	282	0.359	0.271
global placement	255	0.177	0.464
CTS	282	0.338	0.261
detailed placement	255	0.179	0.479
finish	282	0.331	0.266
-- layout make-up --
cell class | instances | area share
clock buffers | 4 | 0.0933
inverters | 1 | 0.0133
multi-input cells | 7 | 0.133
flip-flops and latches | 5 | 0.449
well taps | 46 | 0.204
repair buffers | 3 | 0.107
Power figures rest on the tool's default switching activity, not on a simulated workload.
